`design/flow/config.mk`:
```
export PLATFORM = sky130hd
export DESIGN_NAME = BIN_PARA_BCD_AGORAVAI
export DESIGN_NICKNAME = BIN_PARA_BCD_AGORAVAI
export VERILOG_FILES = /design/flow/design.v
export SDC_FILE = /design/flow/constraint.sdc
export NUM_CORES = 4
export LEC_CHECK = 1
export CORE_AREA = 10 10 70 70
export DIE_AREA = 0 0 80 80
```
`design/flow/constraint.sdc`:
```
current_design BIN_PARA_BCD_AGORAVAI

set clk_period 7.3
set clk_io_pct 0.2

create_clock -name clk0 -period $clk_period

set non_clock_inputs [all_inputs -no_clocks]
set_input_delay [expr $clk_period * $clk_io_pct] -clock clk0 $non_clock_inputs
set_output_delay [expr $clk_period * $clk_io_pct] -clock clk0 [all_outputs]
```
`design/flow/design.v`:
```
module BIN_PARA_BCD_AGORAVAI(
input [7:0] bin,
output reg [3:0] dezenas,
output reg [3:0] unidades,
output negativo
);
reg [7:0] binario;
integer i;
always @(bin)
begin
if(bin[7]==1)
begin
	binario=~bin+1;
	negativo=0;
end
else
begin 
	binario=bin; 
	negativo=1;
end 
	dezenas = 4'd0;
	unidades = 4'd0;
		for(i=7;i>=0;i=i-1)
		begin
			if(dezenas>=5)
				dezenas = dezenas +3;
			if(unidades >= 5)
				unidades = unidades +3;
			dezenas= dezenas << 1;
			dezenas[0]=unidades[3];
			unidades = unidades << 1;
			unidades[0] = binario[i];
		end
	end
endmodule
```
`design/flow/run.sh`:
```
#!/bin/bash
# OpenROAD 26Q1-2900-gdf79404cd8, Yosys 0.63+post, stock flow scripts
make -C /OpenROAD-flow-scripts/flow DESIGN_CONFIG=/design/flow/config.mk WORK_HOME=/design/flow/orfs finish
```
==> summary.txt <==
RSZ-0062 raised after global routing: true
Maximum vdd ir drop: 0.0999 mV
Register area: 0 µm²
WHS Endpoint: unidades[0]
Crit path time final: 7700 ps
Layout clock buffers: 0
CP arrival: 6240 ps
Pwr Density: 148 mW/mm²
Setup violators final: 3
Placer Congestion: 0.842
HP Start: bin[0]
TNS Setup: -1060 ps
Post-Syn Instances: 171
Total GRT Usage: 0.131
CP endpoint kind: output port
Final core utilization: 0.725
Synth Seq Share: 0
Max-cap violations: 0
Overflow after GRT: 0
Rel. slew slack: 0.619
OpenROAD warnings: 39
Core area: 0.00342 mm²
Cell Type Count: 67
Wire length per cell: 13.3 µm
Crit path max fanout: 4
FP Util: 0.382
Cts hold-fix bufs: 0
Synthesized area per cell: 7.62 µm²
P&R area growth vs syn: 90.0%
Slowest-stage cell, CP: or4_4
WHS Path Cells: 3
Fin. max-slew vios: 0
IO buf count: 17
Lkg Pwr: 1.08 nW
Antenna fix cells: 0
Initial antenna violation count: 0
Yosys stat cell total: 171
Yosys stat area: 0.00130 mm²
Inst Count DP: 295
Placed Instance Area: 0.00208 mm²
I/O pin cnt: 17
Vias in the first global route: 1645
Mapped cell area: 0.00130 mm²
Finished Cell Area: 0.00248 mm²
Run status: finished, violations left
Multi-input gate area: 0.00151 mm²
HPWL Detailed: 2950 µm
DRT iter0 DRCs: 59
Cell Rows: 21
Die width: 80 µm
Non-filler cells, final: 318
CP max stage delay: 540 ps
Max Freq: 0.130 GHz
Detail Route Antenna Nets: 0
Final Hold Fails: 0
WP data required: 5840 ps
Chip Height: 80 µm
Critical path startpoint category: input port
Drt pass-1 iters: 4
WS Path Type: in2out
Worst Tran Pin Value: 566 ps
Final clock period utilization by the worst path: 1.05
First-pass GRT wire length: 7270 µm
DRC viols: 0
Fraction of layout cells with a size suffix above 1: 0.599
FILL cells: 233
Largest net degree at the start of global routing: 12
Vias/cell: 5.20
Most Frequent Cell on Critical Path: ha_4
Seq_cells: 0
Failing checks: setup timing
YS warnings: 3
Setup ws final: -396 ps
Worst Hold Class: in2out
Via count: 1654
Die area: 0.00640 mm²
Final wirelength: 4230 µm
==> cell type report <==
cell class         instances  area share
well taps                 46      0.0232
inverters                 15      0.0237
multi-input cells        148       0.609
repair buffers           109       0.344
==> cells in the final DEF, fill, tap and decap left out, types with 3 or more instances in the layout <==
master and count:
a21o_1 3, a21oi_1 3, a31oi_1 6, a32oi_2 3
and2_1 3, and2_4 4, buf_2 4, buf_4 87
buf_6 7, clkdlybuf4s50_1 3, dlygate4sd2_1 7, ha_4 8
inv_1 11, inv_2 3, mux2i_1 4, nand2_1 4
nand2b_1 4, nor2_1 15, nor2_4 3, nor2b_1 3
nor3_1 4, o211ai_1 3, o21ai_0 4, o21ai_2 3
o221ai_2 3, xnor2_1 5
==> cells in the mapped netlist, drive strengths merged (2+ instances only) <==
| library cell | n | area (µm²) |
|---|---|---|
| mux2 | 2 | 22.5 |
| and3 | 2 | 18.8 |
| a32o | 2 | 20.0 |
| a21o | 3 | 22.5 |
| nand2b | 4 | 25.0 |
| nor2b | 6 | 40.0 |
| a31oi | 7 | 58.8 |
| nor2 | 20 | 77.6 |
| inv | 15 | 56.3 |
| o211ai | 3 | 22.5 |
| a211oi | 4 | 47.5 |
| o21ai | 8 | 40.0 |
| a32oi | 4 | 50.1 |
| and2 | 8 | 51.3 |
| xor2 | 2 | 17.5 |
| o221ai | 3 | 32.5 |
| nor4 | 2 | 27.5 |
| buf | 7 | 56.3 |
| xnor2 | 5 | 43.8 |
| ha | 11 | 138 |
| nand3 | 3 | 15.0 |
| a21oi | 3 | 15.0 |
| o2111ai | 2 | 17.5 |
| or2b | 2 | 16.3 |
| nor3 | 4 | 20.0 |
| nand4 | 2 | 12.5 |
| nand2 | 6 | 22.5 |
| mux2i | 8 | 80.1 |
| nor4b | 2 | 23.8 |
==> per-stage QoR <==
stage / total power, W / hold slack, ps / setup slack, ps
finish: 0.000367 / 3560 / -396
global route: 0.000397 / 3580 / -648
CTS: 0.000350 / 3560 / -365
detailed placement: 0.000279 / 3960 / -1550
global placement: 0.000275 / 3960 / -1420
floorplan: 0.000162 / 2990 / -469
==> logic make-up after synthesis <==
family	Yosys count	share of synthesized area
AOI/OAI and AO/OA	51	0.336
muxes	10	0.0787
xor gates and xnor gates	8	0.0653
adders and majority gates	11	0.106
and+or+nand+nor	68	0.321
buffers and inverters	23	0.0940
==> layer usage <==
metal	up-vias	global-route usage	part of all wire
met5	-	0	0
met3	0	0.00114	0.022
met4	0	0.00176	0
met1	778	0.190	0.52
li1	854	-	-
met2	22	0.222	0.46
==> worst max path at each step <==
stage,from,end,slack (ps),depth (start not counted)
after CTS,bin[0],dezenas[3],-370,28
after global routing,bin[0],dezenas[2],-650,31
final,bin[0],dezenas[2],-400,30
==> report_power, final <==
group	leakage (nW)	internal, W	switching (W)	total [W]
clock	0	0	0	0
combinational	1.08	0.000210	0.000157	0.000367
sequential	0	0	0	0
total	1.08	0.000210	0.000157	0.000367
==> what timing repair did <==
action,CTS,global route
gates resized,73,8
endpoints found under the hold margin,0,0
setup endpoints to repair,7,7
cloned,0,0
setup buffers,22,1
pin swaps,31,4
==> critical path: cells and delay by family <==
kind	cells	cell delay [ps]
AND-OR/OR-AND	5	760
multiplexers	3	370
buffers and inverters	6	650
AND/OR/NAND/NOR	9	1810
adder cells (fa/ha/maj)	6	910
XOR/XNOR	1	270
No activity file was given, so power comes from the tool's default toggle rates.
